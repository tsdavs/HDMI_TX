$ cat design/flow/design.v
module I2C_config(
	input reset,
	input clock_50,
	input interrupt,
	inout i2c_serial_data,
	output i2c_serial_clock
);
wire i2c_serial_data_output; 
wire _stop;
wire _ack; 
reg [23:0] i2c_data;
reg _start = 0;
wire clock_100khz;
counter counter_100khz(
	.Dn(),
	.clock(clock_50),
	.Qn_out(),
	.TC_out(clock_100khz)
);
I2C_controller I2C_cont(
	.clock_100khz(clock_100khz),
	.register_data(i2c_data[15:0]),
	.slave_address(i2c_data[23:16]),
	.i2c_serial_data_input(i2c_serial_data),
	.start(_start),
	.stop(_stop),
	.ack(_ack),
	.i2c_serial_data_output(i2c_serial_data_output),
	.i2c_serial_clock(i2c_serial_clock)
);
reg [5:0] lookup_table_index = 0;
reg [16:0] lookup_table_data;
parameter lookup_table_size = 12;
reg [2:0] currentState = 0;
reg setup = 1;
always @ (posedge(clock_100khz))
	begin
		if(reset == 0) begin 
			setup <= 1;
		end
		if(setup == 1) begin 
			lookup_table_index <= 0;
			_start <= 1'b0;
			currentState <= 0;
			setup <= 0;
		end else begin
			if(lookup_table_index < lookup_table_size) begin
				case(currentState)
					0: 
						begin
							_start <= 1'b1;
							i2c_data <= {8'h72, lookup_table_data}; 
							currentState <= 1;
						end
					1: 
						begin
							if(_stop == 0) begin
								if(_ack == 0) begin
									currentState <= 2;
								end else begin
									currentState <= 0;
									_start <= 0;
								end
							end
						end
					2: 
						begin
							lookup_table_index = lookup_table_index + 1'b1;  
							currentState <= 0;
						end	
					default: 
						begin
							currentState <= 0;
						end	
				endcase
			end 
		end
	end
always @(posedge(clock_100khz))
	begin
		case(lookup_table_index)
			0: lookup_table_data <= 16'h4100;  
			1: lookup_table_data <= 16'h9803;  
			2: lookup_table_data <= 16'h9a70;  
			3: lookup_table_data <= 16'h9c30;  
			4: lookup_table_data <= 16'h9d01;  
			5: lookup_table_data <= 16'ha2a4;  
			6: lookup_table_data <= 16'ha3a4;  
			7: lookup_table_data <= 16'he0d0;  
			8: lookup_table_data <= 16'hf900;  
			9: lookup_table_data <= 16'h1500;  
			10: lookup_table_data <= 16'h1702;  
			11: lookup_table_data <= 16'h1800;  
			default: begin lookup_table_data <= 16'h0000; end
		endcase
	end
assign i2c_serial_data = i2c_serial_data_output ? 1'bz : 0;  
endmodule
module I2C_controller(
	input clock_100khz,
	input [15:0] register_data,
	input [7:0] slave_address,
	input i2c_serial_data_input,
	input start,
	input reset,
	output reg stop,
	output reg ack,
	output reg i2c_serial_data_output,
	output reg i2c_serial_clock
);
reg [7:0] count = 0;
reg [8:0] slave_address_write;
reg [3:0] currentState = 0;
reg [7:0] bytes = 0;
parameter [7:0] byte_num = 2;
reg [7:0] slave_address_reg;
always @(posedge(clock_100khz))
	begin
		if(reset == 0) begin
			currentState <= 0;
		end
		case(currentState)
			0: 
				begin
					i2c_serial_data_output <= 1'b1;
					i2c_serial_clock <= 1'b1;
					ack <= 0;
					count <= 0;
					stop <= 1;
					bytes <= 0;
					if(start) begin
						currentState <= 1;
					end else if(!start) begin
						currentState <= 0;
					end
				end
			1: 
				begin
					i2c_serial_data_output <= 1'b0;
					i2c_serial_clock <= 1'b1;
					slave_address_reg = slave_address;
					slave_address_reg = slave_address_reg | 8'b00000000;
					slave_address_write <= slave_address_reg;  
					currentState <= 2;
				end
			2: 
				begin
					i2c_serial_data_output <= 1'b0;
					i2c_serial_clock <= 1'b0;
					currentState <= 3;
				end
			3: 
				begin
					{i2c_serial_data_output, slave_address_write} <= {slave_address_write, 1'b0};
					currentState <= 4;
				end
			4: 
				begin
					i2c_serial_clock <= 1'b1;
					count <= count + 1;
					currentState <= 5;
				end
			5: 
				begin
					i2c_serial_clock <= 1'b0;
					if(count == 9) begin
						if(bytes == byte_num) begin
							currentState <= 6;
						end else begin
							count <= 0;
							currentState <= 2;
							if(bytes == 0) begin
								slave_address_write <= {register_data[15:8], 1'b0};
								bytes <= 1;
							end else if(bytes == 1) begin
								slave_address_write <= {register_data[7:0], 1'b0};
								bytes <= 2;
							end
						end
						if(i2c_serial_data_input) begin
							ack <= 1;
						end
					end else begin
						currentState <= 2;
					end	
				end
			6: 
				begin
					i2c_serial_data_output <= 1'b0;
					i2c_serial_clock <= 1'b0;
					currentState <= 7;
				end
			7: 
				begin
					i2c_serial_data_output <= 1'b0;
					i2c_serial_clock <= 1'b1;
					currentState <= 8;
				end
			8: 
				begin
					i2c_serial_data_output <= 1'b1;
					i2c_serial_clock <= 1'b1;
					currentState <= 9;
				end
			9: 
				begin
					i2c_serial_data_output <= 1;
					i2c_serial_clock <= 1;	
					ack <= 0;
					count <= 0;
					stop <= 1;
					bytes <= 0;
					currentState <= 10;
				end
			10: 
				begin
					ack <= 0;
					stop <= 0;
					currentState <= 0;
				end
			default: 
				begin
				end
		endcase
end
endmodule
module counter #(parameter width = 9)(
	input [width-1:0] Dn,
	input clock,
	output [width-1:0] Qn_out,
	output reg TC_out
);
reg [width-1:0] counterValue = 0;
always @(posedge(clock))
	begin
		if(counterValue ==  9'b111110100)  
			begin
				TC_out = 1;
				counterValue = 0;
			end
		else
			begin
			counterValue = counterValue + 1'b1;
			TC_out = 0;
			end
	end
assign Qn_out = counterValue;
endmodule
$ cat design/flow/run.sh
#!/bin/bash
# OpenROAD 26Q1-2900-gdf79404cd8, Yosys 0.63+post, stock flow scripts
make -C /OpenROAD-flow-scripts/flow DESIGN_CONFIG=/design/flow/config.mk WORK_HOME=/design/flow/orfs finish
$ cat design/flow/config.mk
export PLATFORM = sky130hd
export DESIGN_NAME = I2C_config
export DESIGN_NICKNAME = I2C_config
export VERILOG_FILES = /design/flow/design.v
export SDC_FILE = /design/flow/constraint.sdc
export NUM_CORES = 4
export LEC_CHECK = 1
export CORE_UTILIZATION = 40
$ cat design/flow/constraint.sdc
current_design I2C_config

set clk_period 2.2
set clk_io_pct 0.2

create_clock -name clk0 -period $clk_period [get_ports {clock_50}]

set non_clock_inputs [all_inputs -no_clocks]
set_input_delay [expr $clk_period * $clk_io_pct] -clock clk0 $non_clock_inputs
set_output_delay [expr $clk_period * $clk_io_pct] -clock clk0 [all_outputs]
==> impl_metrics.py <==
# Physical implementation metrics
metrics = {
    "sta": {
        "rsz0062_at_grt": "no",
        "post-route-min-period_ns": 1.30,
        "tightest_slew_ns": 0.784,
        "tns_ns": 0,
        "untimed_endpoints": 45,
        "hold_violations": 0,
        "worst_slack_ns": 0.899,
        "setup_viol": 0,
        "clock_skew_ns": 0.00699,
        "finalClockPeriodUsage_pct": 59.2,
        "fmax_ghz": 0.768,
        "max_slew_margin_pct": 47.7,
        "drv_slew": 0,
        "unclocked_regs": 27,
    },
    "setup_path": {
        "cp.arrival_ns": 1.41,
        "start_kind": "flop",
        "crit_fanout": 7,
        "end_kind": "flop",
        "r2r_cells": 5,
        "crit_type": "reg2reg",
        "cp.required_ns": 2.31,
    },
    "grt": {
        "grt_pass1_wl_um": 5180,
        "grt_pass1_vias": 1149,
        "grt_antenna_before_repair": 0,
        "grt.met1_usage_pct": 23.5,
        "grt_use_met3_pct": 3.21,
        "grt-busiest-layer": "met1",
        "grt_max_degree": 28,
        "grt_usage_pct": 13.1,
        "grt_overflow": 0,
        "gr-usage-met2_pct": 17.7,
    },
    "min_path": {
        "min_path_type": "reg2reg",
        "hold_path_depth": 1,
    },
    "synthesis": {
        "synthTopCellsByArea": "edfxtp_1 28%, dfxtp_1 22%, a21oi_1 3.8%, ha_1 3.4%, nor2b_1 3.4%",
        "synthAdderAreaFrac_pct": 3.39,
        "synth_seq_share_pct": 49.4,
        "yosys-stat-area_um2": 1840,
        "ys_sh_simple_pct": 23.5,
        "synthTopLogicFamily": "simple AND/OR/NAND/NOR gates",
        "ys_types": 42,
        "yosys_cells": 189,
        "async_flop_share_pct": 0,
        "edf_count": 17,
        "post_synth.cell_area_avg_um2": 9.75,
        "syn_area_um2": 1840,
        "synth.largest_area_cell": "edfxtp_1",
        "top_area_share_pct": 27.7,
        "synth_flops": 37,
        "ff_type": "dfxtp_1",
        "ys_warn_count": 5,
        "synth-xor-area-share_pct": 4.28,
        "ys_sh_aoi_pct": 13.8,
        "syn_inst": 189,
        "mux_share_pct": 1.22,
    },
    "clock_network": {
        "cts_buffer_depth": 2,
        "cts.reportedPaths.clkPinSlew_ns": 0.04,
        "cts_buffers": 3,
        "cts_tree": "done",
        "root_buffer": "clkbuf_8",
        "htree_levels": 1,
        "post_cts_buffers": 0,
        "clock_latency_ns": 0.24,
        "hold_buffers": 0,
        "postCtsResizedCells": 0,
    },
    "place": {
        "io_buffers": 2,
        "dp_slack_ns": 0.896,
        "dpl.hpwl_um": 1990,
        "routabilityCongestion": 0.800,
    },
    "finish": {
        "final_cell_mix": "20 x dfxtp_1, 17 x edfxtp_1, 14 x a21oi_1, 12 x nand3_1",
        "layout-drive-gt1-share_pct": 5.35,
        "layout_top_cell": "dfxtp_1",
        "area_growth_pct": 5.50,
    },
    "flow_run": {
        "cap_violations": 0,
        "tool_warnings": 28,
    },
    "detailed_routing": {
        "viasPerCell": 5.42,
        "ant_nets": 0,
        "vias": 1295,
        "drc_errors": 0,
        "wl_per_cell_um": 11.9,
        "dr.pass1.iters": 5,
        "num_antenna_cells": 0,
        "wl_um": 2850,
        "dr.first_iter.drc_count": 82,
    },
    "floorplan": {
        "initial_core_util_pct": 42.0,
        "die_w_um": 69.9,
        "row_count": 24,
        "num_io_pins": 5,
        "core_um2": 4380,
        "chipArea_um2": 4880,
        "die_y_um": 69.9,
    },
    "power_and_ir_drop": {
        "power_density_nw_per_um2": 212,
        "irDropWorstVdd_v": 0.000517,
        "p_leak_nw": 0.697,
    },
    "outcome": {
        "outcome": "complete, no violations",
    },
}
==> logic make-up after synthesis <==
group                      Yosys count
DFF                                 37
AOI/OAI and AO/OA                   41
muxes                                2
other                                1
xor gates and xnor gates             9
buffers and inverters               17
adders and majority gates            5
and+or+nand+nor                     77
==> path summary, 6_finish.rpt <==
| check | endpoint | slack (ns) | start |
|---|---|---|---|
| hold / removal | counter_100khz.counterValue[0] | 0.47 | counter_100khz.counterValue[0] |
| setup reg to reg | counter_100khz.counterValue[3] | 0.90 | counter_100khz.counterValue[0] |
| hold reg to reg | counter_100khz.counterValue[0] | 0.47 | counter_100khz.counterValue[0] |
| setup / recovery | counter_100khz.counterValue[3] | 0.90 | counter_100khz.counterValue[0] |
==> critical path, cell delays in order (launching register included) <==
cell and delay [ns]:
dfxtp_1 0.34, inv_1 0.07, ha_1 0.16, nand4b_1 0.15, nor2_1 0.37, nor2_1 0.09
==> power by group <==
group,switching [W],internal (W)
logic,0.000000450,0.00000169
clock network,0.0000715,0.000157
registers,0,0.000182
==> synthesized netlist by cell type (all sizes together), types with 2 or more instances <==
cell and count:
or3 9, or4 2, and3 3, nand3b 3, dfxtp 20, o31ai 2, xor2 5, nor2 11
a22oi 3, xnor2 4, nand3 12, nand4 3, edfxtp 17, nor2b 10, nand4b 2, nor3 3
o21ai 11, a211oi 2, nor4 2, inv 8, buf 4, nand2b 3, a21oi 14, clkbuf 5
nand2 11, ha 5, mux2 2
==> metal layers <==
| metal | vias up | share of wire (%) |
|---|---|---|
| met5 | - | 0 |
| met4 | 0 | 0.46 |
| met3 | 2 | 3.5 |
| met2 | 17 | 40 |
| met1 | 591 | 56 |
| li1 | 685 | - |
==> flip-flops by register name (all words and copies together) (netlist names), 2 cells and up <==
register,count
currentState,2
lookup_table_index,6
counter_100khz.counterValue,9
I2C_cont.currentState,4
I2C_cont.count,8
I2C_cont.bytes,2
==> layout make-up <==
cell class	instances	area [µm²]
fill	409	2440
sequential	37	911
multi-input combinational	135	856
tap	52	65.1
clock buffer	4	55.1
inverter	8	30.0
timing repair buffer	3	27.5
==> stage by stage <==
step / hold slack, ns / util (%) / area (µm²) / instances / power (W)
floorplan: 0.441 / - / 1840 / 189 / 0.000187
global placement: 0.454 / 43.1 / 1890 / 235 / 0.000187
detailed placement: 0.471 / 43.1 / 1890 / 235 / 0.000187
CTS: 0.478 / 44.3 / 1940 / 239 / 0.000414
global route: 0.495 / 44.3 / 1940 / 239 / 0.000432
finish: 0.474 / 44.3 / 1940 / 239 / 0.000413
Power figures rest on the tool's default switching activity, not on a simulated workload.
